### design/flow/config.mk
export PLATFORM = sky130hd
export DESIGN_NAME = Data_Memory_main
export DESIGN_NICKNAME = Data_Memory_main
export VERILOG_FILES = /design/flow/design.v
export SDC_FILE = /design/flow/constraint.sdc
export NUM_CORES = 4
export LEC_CHECK = 1
export CORE_UTILIZATION = 30
### design/flow/constraint.sdc
current_design Data_Memory_main

set clk_period 3.7
set clk_io_pct 0.2

create_clock -name clk0 -period $clk_period [get_ports {clk}]

set non_clock_inputs [all_inputs -no_clocks]
set_input_delay [expr $clk_period * $clk_io_pct] -clock clk0 $non_clock_inputs
set_output_delay [expr $clk_period * $clk_io_pct] -clock clk0 [all_outputs]
### design/flow/design.v
`timescale 1ns / 1ps
module Data_Memory_main(
			input 			clk,
			input 			rst,
			input				wr_en,
			input				rd_en,
			input	[15:0] data_in,
			input [5:0]  mem_address,		
			output [15:0] data_out
    );	
	 reg [15:0]  data_out_internal;
			reg [15:0] mem [63:0];
			always @(posedge clk or posedge rst)begin
				if(rst)begin
					data_out_internal <=  16'h0000;
					mem[0]  <=  16'h0000;
					mem[1]  <=  16'h0000;
					mem[2]  <=  16'h0000;
					mem[3]  <=  16'h0000;
					mem[4]  <=  16'h0000;
					mem[5]  <=  16'h0000;
					mem[6]  <=  16'h0000;
					mem[7]  <=  16'h0000;
					mem[8]  <=  16'h0000;
					mem[9]  <=  16'h0000;
					mem[10] <=  16'h0000;
					mem[11] <=  16'h0000;
					mem[12] <=  16'h0000;
					mem[13] <=  16'h0000;
					mem[14] <=  16'h0000;
					mem[15] <=  16'h0000;
					mem[16]  <=  16'h0000;
					mem[17]  <=  16'h0000;
					mem[18]  <=  16'h0000;
					mem[19]  <=  16'h0000;
					mem[20]  <=  16'h0000;
					mem[21]  <=  16'h0000;
					mem[22]  <=  16'h0000;
					mem[23]  <=  16'h0000;
					mem[24]  <=  16'h0000;
					mem[25]  <=  16'h0000;
					mem[26] <=  16'h0000;
					mem[27] <=  16'h0000;
					mem[28] <=  16'h0000;
					mem[29] <=  16'h0000;
					mem[30] <=  16'h0000;
					mem[31] <=  16'h0000;
					mem[32]  <=  16'h0000;
					mem[33]  <=  16'h0000;
					mem[34]  <=  16'h0000;
					mem[35]  <=  16'h0000;
					mem[36]  <=  16'h0000;
					mem[37]  <=  16'h0000;
					mem[38]  <=  16'h0000;
					mem[39]  <=  16'h0000;
					mem[40]  <=  16'h0000;
					mem[41]  <=  16'h0000;
					mem[42] <=  16'h0000;
					mem[43] <=  16'h0000;
					mem[44] <=  16'h0000;
					mem[45] <=  16'h0000;
					mem[46] <=  16'h0000;
					mem[47] <=  16'h0000;
					mem[48]  <=  16'h0000;
					mem[49]  <=  16'h0000;
					mem[50]  <=  16'h0000;
					mem[51]  <=  16'h0000;
					mem[52]  <=  16'h0000;
					mem[53]  <=  16'h0000;
					mem[54]  <=  16'h0000;
					mem[55]  <=  16'h0000;
					mem[56]  <=  16'h0000;
					mem[57]  <=  16'h0000;
					mem[58] <=  16'h0000;
					mem[59] <=  16'h0000;
					mem[60] <=  16'h0000;
					mem[61] <=  16'h0000;
					mem[62] <=  16'h0000;
					mem[63] <=  16'h0000;
				end
				else 
					if (wr_en) begin
					mem[mem_address] <= data_in;
					end
					else if(rd_en)begin
					data_out_internal <= mem[mem_address];
					end
			end
			assign data_out = data_out_internal;
endmodule
### design/flow/run.sh
#!/bin/bash
# OpenROAD 26Q1-2900-gdf79404cd8, Yosys 0.63+post, stock flow scripts
make -C /OpenROAD-flow-scripts/flow DESIGN_CONFIG=/design/flow/config.mk WORK_HOME=/design/flow/orfs finish
==> impl_metrics.json <==
{
  "htreeDepth": 3,
  "grt_first_pass_wirelength_um": 296000,
  "antenna_found_initial": 14,
  "worst_slack_ns": -0.0175,
  "cts_buffer_depth": 3,
  "syn_to_final_growth_pct": 23.1,
  "ys_warn_count": 2,
  "finalWirelength_um": 216000,
  "status": "finished with violations",
  "grt_max_degree": 101,
  "drt_first_iter_violations": 2928,
  "fin_cells": 5856,
  "crit_fanout": 27,
  "slowest_delay_ns": 0.83,
  "final_hold_viol_count": 0,
  "cap_violations": 0,
  "synthTopCellsByArea": "dfrtp_1 (56%), mux2_2 (25%), a22oi_1 (4.3%)",
  "critPathBufInv": 4,
  "pre_cts_ws_ns": -0.786,
  "yosys-stat-cells": 3380,
  "fin_crit_sh_pct": 100,
  "initCoreUtil_pct": 30.3,
  "drive_gt1_share_pct": 47.5,
  "cp-start-kind": "input port",
  "rows": 143,
  "synthDistinctLibCells": 70,
  "detail_route.first_pass.iterations": 8,
  "end_kind": "register",
  "grt_overflow": 0,
  "clock.fmax_mhz": 269,
  "route.detailed.drc": 0,
  "finClkSkew_ns": 0.0486,
  "p_leak_nw": 26.5,
  "die_h_um": 394,
  "rrSetupSlack_ns": 0.86,
  "ys.flops": 1040,
  "fill_cells": 14300,
  "edf_count": 0,
  "place_inst": 5643,
  "async_flop_share_pct": 100,
  "fin_crit_ns": 3.72,
  "common_cells": "dfrtp_1 (1,040), mux2_2 (1,029), a22oi_1 (263), clkbuf_1 (156), buf_2 (120)",
  "cp_top_family": "simple AND/OR/NAND/NOR gates",
  "yosysSeqAreaShare_pct": 56.5,
  "ir_drop_uv": 410,
  "report.final.slew_viol_count": 0,
  "syn_inst": 3380,
  "grt_use_total_pct": 28.8,
  "synth_area_um2": 46100,
  "post-dp-hpwl_um": 152000,
  "hold_class": "in2reg",
  "core_area_um2": 152000,
  "wl_per_cell_um": 36.9,
  "flop_cell": "dfrtp_1",
  "utilization_pct": 37.2,
  "yosysTopAreaCell": "dfrtp_1",
  "yosys_area_um2": 46100,
  "openroad.warnings": 30,
  "cts_buffers": 113,
  "critical_path_arrival_ns": 4.33,
  "crit_required_ns": 4.32,
  "ant_nets": 0,
  "rsz0062_at_grt": "false",
  "numPortBuffers": 41,
  "cts_root_buffer": "clkbuf_16",
  "hold_buffers": 0,
  "setup-tns-final_ns": -0.0175,
  "vias": 34000,
  "chipArea_um2": 155000,
  "cts_setup_buffers": 0,
  "grt_pass1_vias": 33900,
  "worstMarginPinSlew_ns": 1.36,
  "p_per_area_nw_per_um2": 504,
  "cts_sinks": 1040,
  "vias_per_cell": 5.80,
  "setup_viol": 1,
  "most_common_cell": "dfrtp_1",
  "cts_resized": 0,
  "holdWs_ns": 0.307,
  "io_pins": 42,
  "syn_area_per_cell_um2": 13.6,
  "die_w_um": 394,
  "crit_path_frequent_cell": "buf_4",
  "path_clk_slew_ns": 0.06,
  "cts_tree": "built",
  "path_class": "in2reg",
  "violations": "negative setup slack",
  "clk_latency_ns": 0.77,
  "cp_slowest_cell": "nor4_1",
  "gp_congestion": 1.04,
  "relSlewSlack_pct": 8.94,
  "top_area_share_pct": 56.5,
  "worstPathCellList": "clkdlybuf4s50_1 -> buf_12 -> and4_1 -> and3_1 -> a2111oi_0 -> buf_4 -> nand3_1 -> nor4_1 -> buf_4 -> a21oi_1"
}
cells in the final DEF, fill, tap and decap left out, drive strengths merged, types with 29 or more instances in the layout:
| cell | instances |
|---|---|
| and3 | 115 |
| nor2 | 55 |
| a2111oi | 37 |
| clkbuf | 171 |
| dfrtp | 1040 |
| nand4 | 64 |
| nand2 | 54 |
| nand3 | 71 |
| a32oi | 114 |
| mux2 | 1032 |
| buf | 536 |
| nor4 | 29 |
| a22oi | 263 |
worst register-to-register path: cells and delay by family (launching register included):
kind / cells / cell delay (ns)
flops: 1 / 0.45
simple gates: 3 / 1.17
buf+inv: 2 / 0.45
compound gates: 2 / 0.65
state kept, by name, indices dropped and copies added (netlist names):
| signal | cells |
|---|---|
| data_out_internal | 16 |
| mem | 1024 |
layer usage:
layer | vias to the layer above | part of all wire (%) | global-route usage, %
met3 | 523 | 12 | 12.6
met4 | 12 | 6.4 | 14.4
met5 | - | 0.080 | 0.493
met1 | 18100 | 39 | 38.5
li1 | 13500 | - | -
met2 | 1766 | 43 | 40.5
cell families after synthesis:
family                 synth area share [%]
AND/OR/NAND/NOR                        6.05
multiplexers                           25.3
buffers and inverters                  3.33
flip-flops                             56.5
AND-OR/OR-AND                          8.85
report_power, final:
group / leakage [nW] / switching (mW) / internal, mW
Clock: 1.88 / 4.91 / 6.99
Combinational: 10.8 / 1.48 / 1.48
Sequential: 13.8 / 0.855 / 12.9
per-stage QoR:
step	total power [mW]	instance area, um^2
floorplan	15.5	46100
global placement	16.7	52800
detailed placement	16.8	52800
CTS	28.7	56700
global route	29.5	56700
finish	28.6	56700
worst paths after layout:
kind	from	endpoint	cells after the start
worst max-delay path	mem_address[2]	data_out_internal[14]	10
worst max register to register	mem[62][14]	data_out_internal[14]	7
max in group asynchronous	rst	mem[22][10]	4
min in group asynchronous	rst	mem[22][13]	3
worst min register to register	mem[38][10]	mem[38][10]	1
worst min-delay path	data_in[13]	mem[37][13]	2
cell type report:
class                      count  area (um^2)  share of cell area, %
tap                         2030         2540                   4.48
antenna                        8         20.0                 0.0353
sequential                  1040        26000                   45.9
inverter                       1         7.51                 0.0132
clock buffer                 171         3350                   5.91
clock inverter                33          513                  0.905
multi-input combinational   2012        18600                   32.9
timing repair buffer         561         5630                   9.92
No activity file was given, so power comes from the tool's default toggle rates.
