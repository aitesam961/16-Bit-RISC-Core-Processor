<file path="design/flow/run.sh">
#!/bin/bash
# OpenROAD 26Q1-2900-gdf79404cd8, Yosys 0.63+post, stock flow scripts
make -C /OpenROAD-flow-scripts/flow DESIGN_CONFIG=/design/flow/config.mk WORK_HOME=/design/flow/orfs finish
</file>
<file path="design/flow/config.mk">
export PLATFORM = sky130hd
export DESIGN_NAME = Register_File
export DESIGN_NICKNAME = Register_File
export VERILOG_FILES = /design/flow/design.v
export SDC_FILE = /design/flow/constraint.sdc
export NUM_CORES = 4
export LEC_CHECK = 1
export CORE_UTILIZATION = 40
</file>
<file path="design/flow/constraint.sdc">
current_design Register_File

set clk_period 3.9
set clk_io_pct 0.2

create_clock -name clk0 -period $clk_period [get_ports {clk}]

set non_clock_inputs [all_inputs -no_clocks]
set_input_delay [expr $clk_period * $clk_io_pct] -clock clk0 $non_clock_inputs
set_output_delay [expr $clk_period * $clk_io_pct] -clock clk0 [all_outputs]
</file>
<file path="design/flow/design.v">
`timescale 1ns / 1ps
module R_16B(
    input clk,
    input rst,
	 input we,
    input [15:0] din,
    output reg [15:0] dout
    );
	 always @(posedge clk or posedge rst) 
		begin
			if (rst) begin
				 dout <= 16'h0000;
			end
			else begin
				if (we == 1) begin
				 dout <= din;
				 end
			end
	 end
endmodule
`timescale 1ns / 1ps
module Register_File(
    input clk,
    input rst,
    input [3:0] reg_file_Rs,
    input [3:0] reg_file_Rt,
    input [3:0] reg_file_Rd,
    input [15:0] reg_dataWrite,
    input  reg_wr,
    output reg [15:0] reg_file_Rout1,
    output reg [15:0] reg_file_Rout2   
    );
	 wire [15:0] Out1, Out2, Out3, Out4, Out5, Out6, Out7, Out8, Out9, Out10, Out11, Out12, Out13, Out14, Out15,  Out16; 		
	 wire [15:0] we;
	 reg [15:0] res;
	 always @(reg_file_Rd)begin
			 case(reg_file_Rd)
				 4'b0000 : begin res <= 16'b0000000000000001; end
				 4'b0001 : begin res <= 16'b0000000000000010; end
				 4'b0010 : begin res <= 16'b0000000000000100; end
				 4'b0011 : begin res <= 16'b0000000000001000; end
				 4'b0100 : begin res <= 16'b0000000000010000; end
				 4'b0101 : begin res <= 16'b0000000000100000; end
				 4'b0110 : begin res <= 16'b0000000001000000; end
				 4'b0111 : begin res <= 16'b0000000010000000; end
				 4'b1000 : begin res <= 16'b0000000100000000; end
				 4'b1001 : begin res <= 16'b0000001000000000; end
				 4'b1010 : begin res <= 16'b0000010000000000; end
				 4'b1011 : begin res <= 16'b0000100000000000; end
				 4'b1100 : begin res <= 16'b0001000000000000; end
				 4'b1101 : begin res <= 16'b0010000000000000; end
				 4'b1110 : begin res <= 16'b0100000000000000; end
				 4'b1111 : begin res <= 16'b1000000000000000; end
				 default : begin res	<= 16'b0000000000000000; end
		 endcase
	 end
	 assign we[0]  = res[0]  & reg_wr;
	 assign we[1]  = res[1]  & reg_wr;
	 assign we[2]  = res[2]  & reg_wr;
	 assign we[3]  = res[3]  & reg_wr;
	 assign we[4]  = res[4]  & reg_wr;
	 assign we[5]  = res[5]  & reg_wr;
	 assign we[6]  = res[6]  & reg_wr;
	 assign we[7]  = res[7]  & reg_wr;
	 assign we[8]  = res[8]  & reg_wr;
	 assign we[9]  = res[9]  & reg_wr;
	 assign we[10] = res[10] & reg_wr;
	 assign we[11] = res[11] & reg_wr;
	 assign we[12] = res[12] & reg_wr;
	 assign we[13] = res[13] & reg_wr;
	 assign we[14] = res[14] & reg_wr;
	 assign we[15] = res[15] & reg_wr;
	 R_16B Rs1  (clk,	rst, 	we[0] 	 ,	reg_dataWrite		,		 Out1 );
	 R_16B Rs2  (clk,	rst,	we[1] 	 ,	reg_dataWrite		,		 Out2 );
	 R_16B Rs3  (clk,	rst,	we[2] 	 ,	reg_dataWrite		,		 Out3 );
	 R_16B Rs4  (clk,	rst,	we[3] 	 ,	reg_dataWrite		,		 Out4 );
	 R_16B Rs5  (clk,	rst,	we[4] 	 ,	reg_dataWrite		,		 Out5 );
	 R_16B Rs6  (clk,	rst,	we[5] 	 ,	reg_dataWrite		,		 Out6 );
	 R_16B Rs7  (clk,	rst,	we[6] 	 ,	reg_dataWrite		,		 Out7 );
	 R_16B Rs8  (clk,	rst,	we[7] 	 ,	reg_dataWrite		,		 Out8 );
	 R_16B Rs9  (clk,	rst,	we[8] 	 ,	reg_dataWrite		,		 Out9 );
	 R_16B Rs10 (clk,	rst,	we[9] 	 ,	reg_dataWrite		,		 Out10 );
	 R_16B Rs11 (clk,	rst,	we[10]	 ,	reg_dataWrite		,		 Out11 );
	 R_16B Rs12 (clk,	rst,	we[11]	 ,	reg_dataWrite		,		 Out12 );
	 R_16B Rs13 (clk,	rst,	we[12]	 ,	reg_dataWrite		,		 Out13 );
	 R_16B Rs14 (clk,	rst,	we[13]	 ,	reg_dataWrite		,		 Out14 );
	 R_16B Rs15 (clk,	rst,	we[14]	 ,	reg_dataWrite		,		 Out15 );
	 R_16B Rs16 (clk,	rst,	we[15]	 ,	reg_dataWrite		, 	  	 Out16 );
	 always @ (reg_file_Rs or Out1  or
	                 Out2  or
	                 Out3  or
	                 Out4  or
	                 Out5  or
	                 Out6  or
	                 Out7  or
	                 Out8  or
	                 Out9   or
	                 Out10  or
	                 Out11  or
	                 Out12  or
	                 Out13  or
	                 Out14  or
	                 Out15  or
	                 Out16  ) begin
		case(reg_file_Rs)
			4'b0000	:  begin		reg_file_Rout1	 	= Out1;		end
			4'b0001	:	begin		reg_file_Rout1 	= Out2;     end
			4'b0010	:	begin		reg_file_Rout1		= Out3;     end
			4'b0011	:	begin		reg_file_Rout1		= Out4;     end
			4'b0100	:	begin		reg_file_Rout1		= Out5;     end
			4'b0101	:	begin		reg_file_Rout1		= Out6;     end
			4'b0110	:	begin		reg_file_Rout1		= Out7;     end
			4'b0111	:	begin		reg_file_Rout1		= Out8;     end
			4'b1000	:	begin		reg_file_Rout1		= Out9;     end
			4'b1001	:	begin		reg_file_Rout1		= Out10;    end
			4'b1010	:	begin		reg_file_Rout1	 	= Out11;    end
			4'b1011	:	begin		reg_file_Rout1 	= Out12;    end
			4'b1100	:	begin		reg_file_Rout1 	= Out13;    end
			4'b1101	:	begin		reg_file_Rout1 	= Out14;    end
			4'b1110	:	begin		reg_file_Rout1 	= Out15;    end
			4'b1111	:	begin		reg_file_Rout1		= Out16;    end
			default  :  begin    reg_file_Rout1		= 0;			end
		endcase         
	 end
	 always @ (reg_file_Rt or Out1  or
	                 Out2  or
	                 Out3  or
	                 Out4  or
	                 Out5  or
	                 Out6  or
	                 Out7  or
	                 Out8  or
	                 Out9   or
	                 Out10  or
	                 Out11  or
	                 Out12  or
	                 Out13  or
	                 Out14  or
	                 Out15  or
	                 Out16  ) begin
			case(reg_file_Rt)
				4'b0000	 :  begin	  reg_file_Rout2	 = Out1;		end
				4'b0001	 :	 begin	  reg_file_Rout2   = Out2;		end
				4'b0010	 :  begin	  reg_file_Rout2	 = Out3;		end
				4'b0011	 :  begin	  reg_file_Rout2	 = Out4;    end
				4'b0100	 :	 begin	  reg_file_Rout2	 = Out5;		end
				4'b0101	 :	 begin	  reg_file_Rout2	 = Out6;   	end
				4'b0110	 :  begin	  reg_file_Rout2	 = Out7;   	end
				4'b0111	 :	 begin	  reg_file_Rout2	 = Out8;   	end
				4'b1000	 :	 begin	  reg_file_Rout2	 = Out9;		end
				4'b1001	 :  begin	  reg_file_Rout2	 = Out10;  	end
				4'b1010	 :	 begin	  reg_file_Rout2	 = Out11;  	end
				4'b1011	 :	 begin	  reg_file_Rout2   = Out12;  	end
				4'b1100	 :	 begin	  reg_file_Rout2   = Out13;	end
				4'b1101	 :  begin	  reg_file_Rout2   = Out14;  	end
				4'b1110	 :  begin	  reg_file_Rout2   = Out15;  	end
				4'b1111	 :	 begin	  reg_file_Rout2	 = Out16;  	end
				default   :  begin     reg_file_Rout2		= 0;		end
			endcase
	 end
endmodule
</file>
==> flow_summary.toml <==
# yosys + openroad results
[timing]
relSlewSlack_pct = 54.8
clock_skew_ns = 0
worst_pin_slew_ns = 0.677
whs_ns = 0.485
min_period_ns = 3.84
setup_viol = 0
max_clock_freq_ghz = 0.261
slew_violations = 0
hold_violations = 0
fin_crit_sh_pct = 98.3

[layout]
drive_gt1_share_pct = 32.5
design_area_um2 = 16600
syn2layout_area_growth_pct = 20.4

[synth]
ys_cells = 1223
yosysMostFrequentCell = "dfrtp_1"
ff_type = "dfrtp_1"
synth_area_um2 = 13800
edf_count = 0
top_cells_by_count = "256 x dfrtp_1, 230 x mux2_2, 115 x a22oi_1"
yosysWarnings = 2
area_leaders = "dfrtp_1 46%, mux2_2 19%, a22oi_1 6.3%, o22ai_1 2.6%, mux2_1 2.2%"
yosysTopAreaCell = "dfrtp_1"
yosysSeqAreaShare_pct = 46.5
synth_cells = 1223
synthDominantCellAreaShare_pct = 46.5
ys_types = 53
ys_seq_elements = 256
async_flop_share_pct = 100
avgSynthCellArea_um2 = 11.3
ys_area_um2 = 13800

[clock_tree]
cts_hold_buf = 0
clkTransAtPathRegs_ns = 0.06
clkLatencyLatePin_ns = 0.55
clk_path_buf_depth = 3
cts_tree = "yes"
clkSinkCount = 256
cts_root_buffer = "clkbuf_16"
post_cts_buffers = 0
htreeDepth = 1
numCtsBuffers = 28

[worst_setup_path]
critPathKind = "in -> out"
critical_path.endpoint = "reg_file_Rout2[13]"
critPathMaxFanout = 17
slowest_delay_ns = 0.52
crit_chain = "clkdlybuf4s50_1, buf_12, buf_4, buf_4, nor2b_1, o22ai_1, nor3_1, a21oi_2, clkdlybuf4s50_1"
rrSetupSlack_ns = 3.07
crit_arrival_ns = 3.06
required_ns = 3.12
cp-start-kind = "primary input"
worst_setup_path_end_kind = "output port"
cp_slowest_cell = "clkdlybuf4s50_1"
rr_endpoint = "Rs5.dout[0]"
ff2ff_path_depth = 1
startpoint = "reg_file_Rt[0]"
reg2reg_from = "Rs5.dout[0]"

[die]
num_io_pins = 63
row_count = 67
die_w_um = 188
die_h_um = 188
core_um2 = 33700
die_area_um2 = 35200
fp-utilization_pct = 40.9

[drt]
drc = 0
first_pass_iters = 6
routed-via-count = 11400
drt_iter0_markers = 944
finalWirelength_um = 49100
ant_nets = 0
vias_per_cell = 6.41
diodes = 0
avgRoutedWirePerCell_um = 27.5

[pwr]
power.leakage_nw = 6.83
power_density_nw_per_um2 = 498
ir_worst_vdd_v = 0.000473
p_total_mw = 8.26

[global_route]
grt_pass1_vias = 11500
overflow = 0
grt_pass1_wl_um = 74000
grt_use_total_pct = 29.4
antenna_found_initial = 1
grt_max_degree = 109

[place]
gp_congestion = 0.967
place_hpwl_um = 32500
io_buffers = 62
post_dp_cell_area_um2 = 15600

[worst_hold_path]
worstHoldPathType = "in -> async"

[job]
maxCapViolCount = 0
log.warning_count = 28

[run_status]
status = "finished clean"
cell type report:
type / count / area (µm²)
Clock inverter: 11 / 123
Clock buffer: 39 / 822
Multi-Input combinational cell: 839 / 6850
Tap cell: 448 / 561
Sequential cell: 256 / 6410
Timing Repair Buffer: 180 / 1780
Fill cell: 2999 / 17100
Inverter: 10 / 41.3
metal layers:
metal / global-route usage [%] / routed length, µm
met1: 41.9 / 19600
met2: 44.2 / 22100
met3: 9.30 / 5300
met4: 9.22 / 2020
met5: 0.412 / 0
cell families after synthesis:
group           synth area share (%)
compound gates                  18.5
buf+inv                         4.49
flops                           46.5
simple gates                    7.26
mux                             23.3
state kept, by name, summed over array words and instances, names as in the netlist:
name       count
Rs2.dout      16
Rs15.dout     16
Rs1.dout      16
Rs4.dout      16
Rs10.dout     16
Rs3.dout      16
Rs12.dout     16
Rs6.dout      16
Rs7.dout      16
Rs11.dout     16
Rs13.dout     16
Rs8.dout      16
Rs16.dout     16
Rs14.dout     16
Rs5.dout      16
Rs9.dout      16
per-stage QoR:
stage | setup TNS [ns] | std cells | util [%] | setup WS, ns
final | 0 | 1783 | 49.2 | 0.0649
after global routing | -0.000632 | 1783 | 49.2 | -0.000632
after CTS | 0 | 1783 | 49.0 | 0.00661
after detailed placement | 0 | 1733 | 46.2 | 0.00544
after global placement | 0 | 1733 | 46.2 | 0.0114
after floorplan | -64.42 | 1223 | - | -0.252
report_power, final:
group | total, mW | switching, mW | internal, mW
logic | 1.75 | 0.757 | 0.992
clock network | 2.69 | 1.09 | 1.60
registers | 3.82 | 0.535 | 3.28
total | 8.26 | 2.39 | 5.87
worst max-delay path: cells and delay by family:
| kind | cells | cell delay [ns] |
|---|---|---|
| AND-OR/OR-AND | 2 | 0.21 |
| buffers and inverters | 5 | 1.64 |
| AND/OR/NAND/NOR | 2 | 0.42 |
what timing repair did:
item | in CTS | in global routing
pin swaps | 0 | 2
endpoints found under the setup margin | 1 | 19
resized | 1 | 21
how the worst min path moves through the flow:
stage	from	endpoint	slack (ns)	cells past startpoint
after CTS	rst	Rs7.dout[11]	0.47	2
after global routing	rst	Rs7.dout[11]	0.48	2
final	rst	Rs7.dout[11]	0.48	2
placed cells by master (no fill, tap or decap), types with 9 or more instances in the layout:
cell,netlist,layout
o21ai_0,20,16
buf_4,1,93
o221ai_1,13,13
buf_12,0,23
nand2b_1,11,11
clkdlybuf4s50_1,0,57
nor2_1,76,69
clkbuf_16,0,28
o32a_1,13,13
dfrtp_1,256,256
nand2_1,16,16
a22o_1,22,22
mux2_1,27,27
nor2_2,2,9
nor2b_1,25,19
a22oi_1,115,115
mux2_2,230,230
nor3_1,21,19
a221oi_1,26,20
a21oi_1,50,49
mux2i_1,29,29
and2_1,12,11
o22ai_1,58,57
